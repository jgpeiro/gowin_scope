$ cat ./run.sh
#!/bin/bash
# OpenROAD 26Q1-2900-gdf79404cd8, Yosys 0.63+post, stock flow scripts
make -C /OpenROAD-flow-scripts/flow DESIGN_CONFIG=/design/flow/config.mk WORK_HOME=/design/flow/orfs finish
$ cat ./config.mk
export PLATFORM = sky130hd
export DESIGN_NAME = Controller
export DESIGN_NICKNAME = Controller
export VERILOG_FILES = /design/flow/design.v
export SDC_FILE = /design/flow/constraint.sdc
export NUM_CORES = 4
export LEC_CHECK = 1
export CORE_AREA = 10 10 70 70
export DIE_AREA = 0 0 80 80
$ cat ./constraint.sdc
current_design Controller

set clk_period 1.0
set clk_io_pct 0.2

create_clock -name clk0 -period $clk_period [get_ports {i_clk}]

set non_clock_inputs [all_inputs -no_clocks]
set_input_delay [expr $clk_period * $clk_io_pct] -clock clk0 $non_clock_inputs
set_output_delay [expr $clk_period * $clk_io_pct] -clock clk0 [all_outputs]
$ cat ./design.v
module Controller(
    input i_rst,
    input i_clk,
    input i_single,
    input i_run_stop,
    output reg o_start,
    output reg o_stop,
    input i_busy,
    input i_done
);
    reg run;
    reg run_stop_bck;
    reg run_stop;
    reg single_bck;
    reg single;
    reg [3:0] state;
    always @(posedge i_clk or posedge i_rst) begin
        if(i_rst) begin
            state <= 0;
            o_start <= 0;
            o_stop <= 0;
            run_stop_bck <= 0;
            run_stop <= 0;
            run <= 0;
            single_bck <= 0;
            single <= 0;
        end else begin
            run_stop_bck <= i_run_stop;
            single_bck <= i_single;
            run_stop <= i_run_stop & !run_stop_bck;
            single <= i_single & !single_bck;
            run <= (single)?0:((run_stop)?!run:run);
            case(state)
                0: begin
                    state <= (single==1)?1:((run==1)?1:0);
                end
                1: begin
                    state <= (i_busy==1)?2:1;
                    o_start <= 1;
                end
                2: begin
                    state <= (i_done==1)?3:2;
                    o_start <= 0;
                end
                3: begin
                    state <= (i_done==0)?4:3;
                    o_stop <= 1;
                end
                4: begin
                    state <= 0;
                    o_stop <= 0;
                end
            endcase
        end
    end
endmodule
==> impl_metrics.tcl <==
# place-and-route summary
set metrics [dict create \
    max_slew.worst_pin.slew_ps 135 \
    num_antenna_cells 0 \
    post_dp_cell_area_um2 544 \
    final_layout_size_suffix_gt1_frac 0.222 \
    synthCells 31 \
    synth_area_per_cell_um2 12.8 \
    path_clk_slew_ps 70 \
    cts_tree "yes" \
    io_pins 8 \
    maxCapViolCount 0 \
    maxSlewViolCount 0 \
    hp-class "in2async" \
    grt_pass1_wl_um 1260 \
    cp.required_ps 800 \
    crit_cells 1 \
    num_vias 246 \
    cts_buffers 3 \
    fp.coreArea_um2 3420 \
    log.warning_count 25 \
    stdcell_count 91 \
    antenna_found_initial 0 \
    grt_max_degree 13 \
    cpMaxStageDelayCell "dfrtp_1" \
    wl_per_cell_um 7.00 \
    rows 21 \
    grt-ovfl-total 0 \
    areaGrowthSynthToFinish_pct 47.6 \
    max_stage_delay_ps 380 \
    critPathBufInv 1 \
    htreeDepth 1 \
    cts_root_buffer "clkbuf_4" \
    detail-route-antenna-nets 0 \
    synth_seq_share 0.760 \
    wirelength_um 637 \
    slew_headroom 0.909 \
    die_area_um2 6400 \
    synth_flop_count 12 \
    clock_sinks 12 \
    ys_cells 31 \
    ys_warn_count 1 \
    fmax_mhz 1050 \
    cp_data_arrival_time_ps 750 \
    cts.path.max_buffers 2 \
    setup_viol 0 \
    crit_family "flip-flops" \
    portBuffers 7 \
    vdd_drop_max_mv 0.874 \
    syn-cell-area_um2 397 \
    power.leakage_nw 0.263 \
    powerDensity_nw_per_um2 2110 \
    critPathLaunchType "flop" \
    grt_pass1_vias 291 \
    fp.dieH_um 80 \
    final_layout_top_logic_cells "11 x dfrtp_1, 6 x nor2_1, 5 x clkdlybuf4s50_1" \
    gp_congestion 0.678 \
    crit_chain "buf_2" \
    drt_pass1_iterations 2 \
    clk_latency_ps 260 \
    rsz0062_at_grt "no" \
    criticalPathCategory "reg2out" \
    hold_viol_final 0 \
    period_used_share 0.954 \
    status "finished, final reports clean" \
    groute.usage.overall 0.0230 \
    drc 0 \
    period_needed_ps 954 \
    lay_top_count "dfrtp_1" \
    critPathCaptureType "output port" \
    hold_buffers 0 \
    die_x_um 80 \
    finalClockSkew_ps 0.239 \
    yosys_area_um2 397 \
    via_per_inst 2.70 \
    r2r_cells 2 \
    initial_core_util 0.116 \
    dp.cells 85 \
    dp_hpwl_um 471 \
    ys_types 10 \
    final_area_um2 586 \
    drtIter0Drc 1 \
    setup_tns_ps 0 \
    cp_max_fo 2 \
]
## per-layer routing
metal / track usage / wire (um) / up-vias
met5: 0 / 0 / -
met4: 0.00880 / 16 / 0
met3: 0.00909 / 23 / 2
met2: 0.0345 / 293 / 4
met1: 0.0289 / 304 / 114
li1: - / - / 126
## Yosys cell counts
cell type  number  share of area
nand2_1         1         0.0095
a21o_1          1          0.019
inv_1           3          0.028
nor2_1          6          0.057
o21a_1          1          0.019
dfstp_2         1          0.066
dfrtp_1        11           0.69
nor2b_1         3          0.047
o21ai_0         3          0.038
xnor2_1         1          0.022
## report_power, final
| group | internal [mW] | switching (mW) | leakage (nW) |
|---|---|---|---|
| Clock | 0.221 | 0.146 | 0.0210 |
| Sequential | 0.590 | 0.0557 | 0.149 |
| Combinational | 0.145 | 0.0776 | 0.0929 |
| Total | 0.956 | 0.280 | 0.263 |
## cells by family (layout without fill, tap and decap cells)
| family | Yosys count | count (layout) | synth area share |
|---|---|---|---|
| AND-OR/OR-AND | 5 | 5 | 0.0757 |
| AND/OR/NAND/NOR | 10 | 10 | 0.114 |
| flip-flops | 12 | 12 | 0.760 |
| buffers and inverters | 3 | 17 | 0.0284 |
| XOR/XNOR | 1 | 1 | 0.0221 |
## metrics by stage
stage | setup WS, ps | hold slack (ps) | util | total power [mW]
2_1_floorplan | 298 | 64.0 | - | 0.725
3_3_place_gp | 10.3 | 384 | 0.159 | 0.856
3_5_place_dp | 3.77 | 382 | 0.159 | 0.866
4_1_cts | 27.6 | 219 | 0.169 | 1.23
5_1_grt | 4.94 | 247 | 0.171 | 1.34
6_report | 45.7 | 226 | 0.171 | 1.24
## sequential cells by signal (all words and copies together), names as in the netlist
name          flops
run_stop_bck      1
run_stop          1
single_bck        1
run               1
o_start           1
single            1
o_stop            1
state             5
## path summary, 6_finish.rpt
path                                    from           end  slack [ps]
max in group asynchronous              i_rst      state[0]         580
worst min register to register  run_stop_bck      run_stop         390
worst max register to register           run      state[3]         220
min in group clk0               run_stop_bck      run_stop         390
worst max-delay path                 o_start       o_start          50
worst min-delay path                   i_rst  run_stop_bck         230
## tightest hold or removal path, delay by kind of cell
kind / cells / cell delay (ps)
buffers and inverters: 3 / 620
## timing repair
item	4_1_cts	5_1_grt
pin swaps	0	0
resized	6	0
setup buffers	1	1
endpoints found under the setup margin	2	1
## final cells by class
| class | instances | area (um2) |
|---|---|---|
| Clock buffer | 4 | 36.3 |
| Sequential cell | 12 | 302 |
| Inverter | 3 | 11.3 |
| Timing Repair Buffer | 10 | 95.1 |
| Tap cell | 46 | 57.6 |
| Multi-Input combinational cell | 16 | 83.8 |
| Fill cell | 384 | 2830 |
Power is estimated from default activity; no workload was simulated.
