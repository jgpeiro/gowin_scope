==> design.v <==
module Scope(
    input rst,
    input clk,
    input i_start,
    input i_stop,
    output reg o_busy,
    output reg o_done,
    input [7:0] i_adc_data
);
parameter STATE_IDLE = 8'b000001;
parameter STATE_PREV = 8'b000010;
parameter STATE_TRIG = 8'b000100;
parameter STATE_TRIG2= 8'b001000;
parameter STATE_POST = 8'b010000;
parameter STATE_DONE = 8'b100000;
parameter THRESHOLD = 136;
parameter PREV_MAX = 512/2;
parameter POST_MAX = 512/2;
reg [7:0] state;
reg [15:0] cnt;
always @(posedge clk or posedge rst) begin
    if(rst) begin
        state <= STATE_IDLE;
        cnt <= 0;
        o_busy <= 0;
        o_done <= 0;
    end else begin
        case(state)
            STATE_IDLE: begin
                cnt <= 0;
                o_done <= 0;
                if(i_start == 1)
                    state <= STATE_PREV;
            end
            STATE_PREV: begin
                o_busy <= 1;
                cnt <= cnt + 1'b1;
                if(cnt == PREV_MAX)
                    state <= STATE_TRIG;
            end
            STATE_TRIG: begin
                cnt <= 0;
                if(i_adc_data < THRESHOLD)
                    state <= STATE_TRIG2;
            end
            STATE_TRIG2: begin
                if(i_adc_data >= THRESHOLD)
                    state <= STATE_POST;
            end
            STATE_POST: begin
                cnt <= cnt + 1'b1;
                if(cnt == POST_MAX)
                    state <= STATE_DONE;
            end
            STATE_DONE: begin
                if(i_stop == 1)
                    state <= STATE_IDLE;
                o_busy <= 0;
                o_done <= 1;
            end
            default: begin
              state <= STATE_IDLE;
              end
        endcase
    end
end
endmodule
==> run.sh <==
#!/bin/bash
# OpenROAD 26Q1-2900-gdf79404cd8, Yosys 0.63+post, stock flow scripts
make -C /OpenROAD-flow-scripts/flow DESIGN_CONFIG=/design/flow/config.mk WORK_HOME=/design/flow/orfs finish
==> config.mk <==
export PLATFORM = sky130hd
export DESIGN_NAME = Scope
export DESIGN_NICKNAME = Scope
export VERILOG_FILES = /design/flow/design.v
export SDC_FILE = /design/flow/constraint.sdc
export NUM_CORES = 4
export LEC_CHECK = 1
export CORE_AREA = 10 10 104 104
export DIE_AREA = 0 0 114 114
==> constraint.sdc <==
current_design Scope

set clk_period 2.9
set clk_io_pct 0.2

create_clock -name clk0 -period $clk_period [get_ports {clk}]

set non_clock_inputs [all_inputs -no_clocks]
set_input_delay [expr $clk_period * $clk_io_pct] -clock clk0 $non_clock_inputs
set_output_delay [expr $clk_period * $clk_io_pct] -clock clk0 [all_outputs]
==> qor.csv <==
metric,value,unit
status,"complete, no violations",
post-CTS setup buffers,0,
"Async S/R FF share, synth",100,%
worst-margin pin slew,0.416,ns
number of fill cells,986,
crit path DAT,1.09,ns
P&R area growth vs syn,22.5,%
"FA/HA/MAJ Cells, Area Fraction",2.04,%
mux share,7.33,%
max-slew violations,0,
clock sink total,24,
Post-Synthesis Cell Area,1230,sq um
end point of the critical path,o_done,
first-pass GRT wire length,4140,um
TNS Setup,0,ns
FF-to-FF End,cnt[10],
main logic family after synthesis,simple AND/OR/NAND/NOR gates,
share of layout cells above drive strength 1,11.6,%
tool warnings,29,
cell with the largest stage delay on the worst path,clkdlybuf4s50_1,
CP Class,reg -> out,
post-layout util,17.3,%
ANT nets after route,0,
die area,13000,sq um
syn_area_per_cell,10.6,sq um
CP bufs+invs,1,
Worst slew margin,72.2,%
Pwr per Cell Area,596,nW/um^2
FF-to-FF setup slack,1.35,ns
fp_density,14.2,%
Dominant flop cell,dfrtp_1,
max frequency,598,MHz
worst r2r src,cnt[0],
flops out of synthesis,24,
CTS tree,yes,
PnR worst setup slack,1.23,ns
cts repair resizes,0,
clock-pin slew on the worst setup and hold paths,0.09,ns
# rows,34,
CP Data Required Time,2.32,ns
Layout Skew,0.00665,ns
post-layout min period,1.67,ns
Setup crit start,o_done,
post-route DRC violation count,0,
Core Box Area,8680,sq um
maximum clock path buffer count,2,
"Critical Path, Cell by Cell",clkdlybuf4s50_1,
"Seq share, synth",49.0,%
DR pass1 iterations,4,
# setup viols final,0,
Via density,3.68,
overall power,0.000897,W
leakage power,0.647,nW
Insertion Delay late pin,0.26,ns
yosys stat cell total,116,
synthesis area per yosys,1230,sq um
WP depth,1,
die height,114,um
Post-synth top cells,"dfrtp_1, nand2_1, mux2i_1, o21ai_0, nor2_1",
"worst slack, placed",1.12,ns
final hold vios,0,
post-synthesis compound-gate area fraction,11.1,%
most common cell in the netlist,dfrtp_1,
Max IR drop VDD,0.000264,V
H-tree depth,1,
CP Max Fanout,2,
Critical Path Source Type,flip-flop,
worst stage delay on the critical path,0.47,ns
GRT overflow,0,
largest net degree at the start of global routing,25,
Gate Area,571,sq um
synthesized instance count,116,
"EDFF count, synth",0,
Port Buffers,10,
Initial DRC Count,38,
final worst path period share,57.7,%
main area contributors after synthesis,"dfrtp_1, mux2i_1, nand2_1, o21ai_0, a22o_1",
Worst Setup End Kind,output port,
Top delay family on crit path,buffers and inverters,
hold crit path type,reg -> reg,
R2R cell count,5,
gr usage total,3.68,%
xor/xnor share of the synthesized area,2.14,%
initial antenna violation count,0,
routed wire length,2380,um
Synth top area share,46.8,%
largest area contributor in the netlist,dfrtp_1,
n_diodes,0,
dpl hpwl,1750,um
Netlist cell types,32,
gp weighted congestion,0.833,
root buf cell,clkbuf_8,
yosys simple share,23.8,%
Min Hold Slack,0.489,ns
via count,871,
die width,114,um
RSZ-0062 raised after global routing,false,
synth warn,1,
Reg area,602,sq um
Post-CTS Hold Buffers,0,
Max Cap Viol,0,
CTS Buf Count,3,
number of global-route vias before repair,864,
Top Ports,14,
DR WL/cell,10.0,um
[how the worst min path moves through the flow]
stage	from	end	cells after the start
4_1_cts	state[1]	o_busy	1
5_1_grt	o_done	o_done	1
6_report	state[1]	o_busy	1
[stage by stage]
stage,area (sq um),std cells
final,1510,237
after global routing,1510,237
after CTS,1510,237
after detailed placement,1430,233
after global placement,1430,233
after floorplan,1230,116
[cell families (layout without fill, tap and decap cells)]
| kind of cell | count (synthesis) | in the layout |
|---|---|---|
| AND/OR/NAND/NOR | 52 | 52 |
| adder cells (fa/ha/maj) | 2 | 2 |
| AND-OR/OR-AND | 19 | 19 |
| multiplexers | 9 | 9 |
| flip-flops | 24 | 24 |
| XOR/XNOR | 3 | 3 |
| buffers and inverters | 7 | 20 |
[sequential cells by signal, indices dropped and copies added (netlist names)]
register  cells
cnt          16
state         6
o_busy        1
o_done        1
[metal layers]
layer | up-vias | track usage (%) | wire [um]
li1 | 442 | - | -
met1 | 421 | 5.09 | 1170
met2 | 8 | 6.07 | 1150
met3 | 0 | 0.691 | 62
met4 | 0 | 0.334 | 0
met5 | - | 0 | 0
[cell usage in the layout (no fill, tap or decap), drive strengths merged, types with 3 or more instances in the layout]
cell	netlist	routed
dfrtp	23	23
nand2	20	20
clkdlybuf4s50	0	10
o21ai	10	10
mux2i	9	9
nor2	7	7
nand3	6	6
inv	5	5
a22o	4	4
and4	4	4
nand4	3	3
xor2	3	3
nor4	3	3
clkbuf	1	3
[layout make-up]
| type | instances | share of cell area (%) |
|---|---|---|
| well taps | 108 | 8.98 |
| multi-input cells | 85 | 37.9 |
| inverters | 5 | 1.25 |
| clock inverters | 1 | 2.00 |
| repair buffers | 11 | 7.15 |
| flip-flops and latches | 24 | 40.0 |
| clock buffers | 3 | 2.74 |
[where the power goes]
group	switching, W	leakage, nW	total (W)	internal, W
combinational	0.0000732	0.301	0.000154	0.0000812
clock	0.000105	0.0357	0.000290	0.000184
sequential	0.0000737	0.310	0.000453	0.000379
Power and IR drop assume default switching activity.
