===== flow/design.v =====
module Vga (
    input i_rst,           
    input i_clk,           
    output o_dclk,         
    output o_hsync,        
    output o_vsync,        
    output o_bl,           
    output o_de,           
    output [15:0] o_x,      
    output [15:0] o_y       
);
    parameter HLOW = 4;
    parameter HBP  = 40;
    parameter HACT = 480;
    parameter HFP  = 8;
    parameter VLOW = 4;
    parameter VBP  = 12;
    parameter VACT = 272;
    parameter VFP  = 8;
    parameter HA = HLOW;
    parameter HB = HLOW + HBP;
    parameter HC = HLOW + HBP + HACT;
    parameter HD = HLOW + HBP + HACT + HFP;
    parameter VA = VLOW;
    parameter VB = VLOW + VBP;
    parameter VC = VLOW + VBP + VACT;
    parameter VD = VLOW + VBP + VACT + VFP;
    reg [15:0] hcnt;
    reg [15:0] vcnt;
    always @(negedge i_clk or posedge i_rst) begin
        if( i_rst ) begin
            hcnt <= 0;
            vcnt <= 0;
        end else begin
            if( hcnt < HD-1 ) begin
                hcnt <= hcnt + 1'b1;
            end else begin
                hcnt <= 0;
                if( vcnt < VD-1 ) begin
                    vcnt <= vcnt + 1'b1;
                end else begin
                    vcnt <= 0;
                end
            end
        end
    end
    assign o_bl     = i_rst?0:1;
    assign o_dclk   = i_rst?0:!i_clk;
    assign o_hsync  = ( hcnt < HA )? 1'b0 : 1'b1;
    assign o_vsync  = ( vcnt < VA )? 1'b0 : 1'b1;
    assign o_de     = ( (HB <= hcnt && hcnt < HC) &&
                        (VB <= vcnt && vcnt < VC) )? 1'b1 : 1'b0;
    assign o_x      = ( o_de == 1'b1 )? (hcnt[8:0] - HB[8:0]) : 9'b0;
    assign o_y      = ( o_de == 1'b1 )? (vcnt[8:0] - VB[8:0]) : 9'b0;
endmodule

===== flow/run.sh =====
#!/bin/bash
# OpenROAD 26Q1-2900-gdf79404cd8, Yosys 0.63+post, stock flow scripts
make -C /OpenROAD-flow-scripts/flow DESIGN_CONFIG=/design/flow/config.mk WORK_HOME=/design/flow/orfs finish

===== flow/config.mk =====
export PLATFORM = sky130hd
export DESIGN_NAME = Vga
export DESIGN_NICKNAME = Vga
export VERILOG_FILES = /design/flow/design.v
export SDC_FILE = /design/flow/constraint.sdc
export NUM_CORES = 4
export LEC_CHECK = 1
export CORE_UTILIZATION = 40

===== flow/constraint.sdc =====
current_design Vga

set clk_period 4.3
set clk_io_pct 0.2

create_clock -name clk0 -period $clk_period [get_ports {i_clk}]

set non_clock_inputs [all_inputs -no_clocks]
set_input_delay [expr $clk_period * $clk_io_pct] -clock clk0 $non_clock_inputs
set_output_delay [expr $clk_period * $clk_io_pct] -clock clk0 [all_outputs]

==> results_dict.tcl <==
# implementation run metrics
set metrics [dict create \
    status "finished, violations left" \
    violations "setup timing" \
    setup-violations-final 35 \
    die_h_um 73.36 \
    dr.pass1.iters 5 \
    grt_max_degree 34 \
    setup_slack_ns -1.183 \
    vias 1975 \
    fin_tns_setup_ns -36.60 \
    postLayoutCellArea_mm2 0.003100 \
    lay_top_count "buf_4" \
    cp.required_ns 3.44 \
    drt-wirelength-per-cell_um 12.04 \
    synth-edff-count 0 \
    critPathCaptureType "output port" \
    skew_ns 0.006033 \
    core_area_mm2 0.004817 \
    wl_met1_um 2396 \
    r2r-end "vcnt[6]$_DFFE_NP0N_" \
    p_per_area_mw_per_mm2 335.4 \
    worst_slew_pin_slew_ns 0.7542 \
    tool_warnings 38 \
    routed_via_density 4.817 \
    track_usage_pct 20.35 \
    antenna_found_initial 0 \
    grt_pass1_wl_um 8349 \
    cts_tree "done" \
    first_iter_violations 90 \
    top_layer "met4" \
    floorplan.core_util_pct 42.29 \
    critPathMostFrequentCell "buf_4" \
    grt_setup_unrepaired "yes" \
    place.gp.congestion 0.8034 \
    syn_inst 237 \
    ys_seq_elements 32 \
    peakVddDrop_mv 0.2851 \
    syn_avg_cell_area_um2 8.595 \
    insertedDiodeCount 0 \
    die_w_um 73.36 \
    route.met2.wl_um 2183 \
    area_growth_pct 52.21 \
    grt_pass1_vias 1877 \
    ys_seq_share_pct 39.31 \
    synth_chip_area_mm2 0.002037 \
    clk_pin_slew_ns 0.05 \
    p_leak_uw 0.001588 \
    drt_wl_total_um 4937 \
    ys_cells 237 \
    maxSlewHeadroom_pct 49.49 \
    fillerInstances 399 \
    drcViolationCount 0 \
    cpMaxStageDelayCell "or4_4" \
    crit_chain "inv_2, buf_4, ha_1, o311a_1, or4_4, nor4b_4, buf_4, buf_6, buf_2" \
    cp_slowest_stage_delay_ns 0.59 \
    grt_overflow 0 \
    holdBufCountCts 0 \
    dp.cells 371 \
    ff_type "dfrtn_1" \
    synthArstFlopShare_pct 100.0 \
    wl_met3_um 334 \
    ant_nets 0 \
    drive_gt1_share_pct 44.61 \
    clock_latency_ns 0.41 \
    maxCapViolCount 0 \
    startpoint "vcnt[5]$_DFFE_NP0N_" \
    layoutNonFillerInstCount 410 \
    endpoint "o_x[11]" \
    syn-cell-area_mm2 0.002037 \
    die_area_mm2 0.005382 \
    hold_class "flip-flop to flip-flop" \
    hpwlAfterDp_um 3221 \
    hold_violations 0 \
    setup.worst_path.start_class "flip-flop" \
    worstSetupPathType "flip-flop to output port" \
    cp.arrival_ns 4.62 \
    row_count 25 \
    dpl-instance-area_mm2 0.002743 \
    total_power_uw 1040 \
    yosysUniqueCellTypes 41 \
    slew_viol_final 0 \
    yosysWarnings 1 \
    io_pins 39 \
    cp_max_fo 6 \
    io_buffers 38 \
    reg2reg_from "vcnt[14]$_DFFE_NP0N_" \
    lay_top_cells "buf_4 (62), nor2_1 (35), buf_2 (33)" \
    r2r_slack_ns 1.85 \
    rr_worst_depth 12 \
]
kinds of logic (layout without fill, tap and decap cells):
family	after synthesis	count (layout)	share of synthesized area (%)
AND-OR/OR-AND	37	37	11.92
buffers and inverters	43	144	10.93
adder cells (fa/ha/maj)	11	11	6.757
XOR/XNOR	14	14	6.019
other	1	6	0.1841
flip-flops	32	32	39.31
AND/OR/NAND/NOR	99	99	24.88
Yosys cell counts (2+ instances only):
library cell	n	area (um2)
buf_4	12	90.09
a31oi_1	6	37.54
nand2_1	14	52.55
nor4_2	3	37.54
xor2_1	4	35.03
and4_1	2	17.52
nand3_1	4	20.02
nand2b_1	2	12.51
nor2b_1	2	12.51
and2_1	5	31.28
a41oi_1	3	26.28
xnor2_1	10	87.58
and3_1	3	18.77
clkbuf_1	5	18.77
nor2_1	46	172.7
nand4_1	4	25.02
nor3_1	8	40.04
o31ai_1	5	37.54
o21ai_0	11	55.05
dfrtn_1	32	800.8
ha_1	11	137.6
buf_2	7	35.03
inv_1	17	63.81
a21oi_1	4	20.02
worst max-delay path, delay by kind of cell, from the launching register on:
kind	cells	cell delay [ns]
AOI/OAI and AO/OA	1	0.11
adders and majority gates	1	0.19
buffers and inverters	5	0.51
DFF	1	0.42
and+or+nand+nor	2	0.85
state kept, by name, indices dropped and copies added (netlist names):
name  flops
vcnt     16
hcnt     16
power by group:
group	switching (uW)	internal (uW)	leakage, uW	total (uW)
clock	121	195	0.0000781	316
combinational	182	186	0.00109	367
sequential	20.0	337	0.000422	357
total	322	718	0.00159	1040
stage by stage:
stage / utilization, % / hold slack [ns] / worst slack [ns]
final: 64.36 / 0.4951 / -1.183
after global routing: 64.36 / 0.5356 / -1.305
after CTS: 62.65 / 0.4850 / -1.268
after detailed placement: 56.94 / 0.4864 / -1.113
after global placement: 56.94 / 0.4782 / -1.051
after floorplan: - / 0.3926 / -0.8495
worst min-delay path by stage:
stage	end	startpoint	cells after the start
global route	vcnt[9]$_DFFE_NP0N_	vcnt[9]$_DFFE_NP0N_	2
finish	vcnt[9]$_DFFE_NP0N_	vcnt[9]$_DFFE_NP0N_	2
CTS	vcnt[15]$_DFFE_NP0N_	vcnt[15]$_DFFE_NP0N_	2
area by class of cell:
class,count,area (um2),area share [%]
tap,67,83.83,2.704
clock buffer,10,133.9,4.318
inverter,17,66.31,2.139
multi-input combinational,167,1157,37.33
timing repair buffer,115,848.3,27.36
clock inverter,2,10.01,0.3228
sequential,32,800.8,25.83
per-layer routing:
metal / vias to the layer above / global-route usage (%)
met4: 0 / 2.350
met2: 69 / 31.28
li1: 993 / -
met5: - / 0
met1: 911 / 31.72
met3: 2 / 4.438
repair_timing:
| action | in CTS | in global routing |
|---|---|---|
| resized | 133 | 18 |
| gates cloned | 1 | 0 |
| hold endpoints to repair | 0 | 0 |
| pin swaps | 22 | 6 |
| setup endpoints to repair | 35 | 35 |
| buffers inserted | 25 | 6 |
No activity file was given, so power comes from the tool's default toggle rates.
